--- flow/design.v ---
`timescale 1ns / 1ps
module Afisor(
    input clk,
    input rst,
    input [13:0] val,
    output reg [6:0]out,
    output reg [7:0]anod_select);
    reg [25:0] num ;
    reg [15:0] clk_sec;
    reg [1:0]select;
    always@(posedge clk)
            if(clk_sec==16'b1111111111111111) begin
                select<=select+1;
                clk_sec<=0;
                end
            else begin
                clk_sec<=clk_sec+1;
            end
       always@(select)
       if(select==0) begin  
       anod_select=8'b11111110 ;    
        case(val%10)
            4'd0: out = 7'b1000000;    
            4'd1: out = 7'b1111001;    
            4'd2: out = 7'b0100100;      
            4'd3: out = 7'b0110000;     
            4'd4: out = 7'b0011001;        
            4'd5: out = 7'b0010010;       
            4'd6: out = 7'b0000010;      
            4'd7: out = 7'b1111000;        
            4'd8: out = 7'b0000000;      
            4'd9: out =7'b0010000;        
            default: out = 7'b0000110;
            endcase
            end
      else if(select==1)begin
            anod_select=8'b11111101;
            case((val/10)%10)
            4'd0:out <= 7'b1000000;     
            4'd1:out <= 7'b1111001;     
            4'd2:out <= 7'b0100100;     
            4'd3:out <= 7'b0110000;      
            4'd4:out <= 7'b0011001;    
            4'd5:out <= 7'b0010010; 
            4'd6: out = 7'b0000010;      
            4'd7: out = 7'b1111000;        
            4'd8: out = 7'b0000000;      
            4'd9: out =7'b0010000;                       
            default: out <= 7'b0000110;
            endcase
            end
        else  if(select==2) begin  
       anod_select=8'b11111011 ;    
        case((val/100)%10)
            4'd0: out = 7'b1000000;    
            4'd1: out = 7'b1111001;    
            4'd2: out = 7'b0100100;      
            4'd3: out = 7'b0110000;     
            4'd4: out = 7'b0011001;        
            4'd5: out = 7'b0010010;       
            4'd6: out = 7'b0000010;      
            4'd7: out = 7'b1111000;        
            4'd8: out = 7'b0000000;      
            4'd9: out =7'b0010000;        
            default: out = 7'b0000110;
            endcase
            end
      else if(select==3)begin
            anod_select=8'b11110111;
            case((val/1000)%10)
            4'd0:out <= 7'b1000000;     
            4'd1:out <= 7'b1111001;     
            4'd2:out <= 7'b0100100;     
            4'd3:out <= 7'b0110000;      
            4'd4:out <= 7'b0011001;    
            4'd5:out <= 7'b0010010;
            4'd6: out = 7'b0000010;      
            4'd7: out = 7'b1111000;        
            4'd8: out = 7'b0000000;      
            4'd9: out =7'b0010000;                        
            default: out <= 7'b0000110;
            endcase
            end      
endmodule
--- flow/run.sh ---
#!/bin/bash
# OpenROAD 26Q1-2900-gdf79404cd8, Yosys 0.63+post, stock flow scripts
make -C /OpenROAD-flow-scripts/flow DESIGN_CONFIG=/design/flow/config.mk WORK_HOME=/design/flow/orfs finish
--- flow/config.mk ---
export PLATFORM = sky130hd
export DESIGN_NAME = Afisor
export DESIGN_NICKNAME = Afisor
export VERILOG_FILES = /design/flow/design.v
export SDC_FILE = /design/flow/constraint.sdc
export NUM_CORES = 4
export LEC_CHECK = 1
export CORE_UTILIZATION = 50
--- flow/constraint.sdc ---
current_design Afisor

set clk_period 20.4
set clk_io_pct 0.2

create_clock -name clk0 -period $clk_period [get_ports {clk}]

set non_clock_inputs [all_inputs -no_clocks]
set_input_delay [expr $clk_period * $clk_io_pct] -clock clk0 $non_clock_inputs
set_output_delay [expr $clk_period * $clk_io_pct] -clock clk0 [all_outputs]
==> impl_metrics.py <==
# Flow results
metrics = {
    "route": {
        "drtPass1Iterations": 5,
        "drc_errors": 0,
        "ant_nets": 0,
        "wire_per_inst_um": 18.2,
        "post_drt_via_cell_ratio": 6.42,
        "dr_total_vias": 11600,
        "drt_wl_total_um": 32800,
        "initialDrtViolationCount": 860,
    },
    "timing": {
        "untimed_endpoints": 22,
        "min_period_over_period": 0.0932,
        "finalCriticalPeriod_ns": 1.90,
        "setup_viol": 0,
        "worst_hold_slack_ns": 0.446,
        "rsz0062_at_grt": "no",
        "hold_violations": 0,
        "finalMaxSlewViolations": 0,
        "worst_slew_pin_slew_ns": 0.914,
        "slew-limit-headroom": 0.391,
        "unclocked_regs": 11,
        "finalSetupTns_ns": 0,
        "finalClockSkew_ns": 0.00157,
        "max_freq_ghz": 0.526,
    },
    "setup_path": {
        "cp-start-kind": "register",
        "critPathArrivalTime_ns": 1.80,
        "setup.worst_path.end_class": "register",
        "rr_startpoint": "clk_sec[4]",
        "reg2reg_to": "select[0]",
        "required_ns": 20.30,
        "critPathKind": "reg -> reg",
        "reg2regPathDepth": 5,
        "cp_max_fo": 10,
        "r2r_setup_slack_ns": 18.50,
    },
    "clocking": {
        "cts_made_buffers": 3,
        "clk_pin_slew_ns": 0.05,
        "cts_setup_buffers": 0,
        "cts.repair.resized": 0,
        "clk_latency_ns": 0.24,
        "cts_tree": "done",
        "htreeDepth": 1,
        "cts_hold_buf": 0,
        "cts.path.max_buffers": 2,
        "cts-root-buf": "clkbuf_16",
    },
    "placed_design": {
        "hpwl_um": 25200,
        "portBuffers": 25,
        "place_area_um2": 10800,
        "routabilityCongestion": 0.948,
    },
    "run": {
        "maxCapViolCount": 0,
        "warnings": 58,
    },
    "yosys": {
        "syn_area_per_cell_um2": 6.69,
        "ys_ff": 29,
        "synth-main-ff-cell": "dfxtp_1",
        "netlist_area_um2": 10500,
        "ys_warn_count": 1,
        "yosys.area.top_type_share": 0.0641,
        "synthCells": 1566,
        "synth-edff-count": 2,
        "synth_cell_types": 124,
        "yosysCellCount": 1566,
        "yosys-top-cells-area": "nor2_1 (6.4%), ha_1 (6.2%), nand2_1 (5.9%), a21oi_1 (5.1%), o21ai_0 (5.1%)",
        "ys_async_sr_fraction": 0,
        "yosys.area.top_type": "nor2_1",
        "synth_chip_area_um2": 10500,
    },
    "die": {
        "fp_util": 0.515,
        "core_area_um2": 20400,
        "ios": 31,
        "fp-row-count": 52,
        "die-area_um2": 21500,
        "die_h_um": 147,
        "die_w_um": 147,
    },
    "global_route": {
        "grt_pass1_vias": 10400,
        "grt-ovfl-total": 0,
        "antenna_found_initial": 0,
        "grt_max_degree": 40,
        "track_usage": 0.306,
        "grt_first_pass_wirelength_um": 54400,
    },
    "status": {
        "status": "completed",
    },
    "power_and_ir_drop": {
        "irDropWorstVdd_uv": 42.7,
        "p_leak_nw": 4.11,
        "p_total_mw": 1.19,
        "p_per_area_nw_per_um2": 110,
    },
    "finish": {
        "drive_gt1_frac": 0.0867,
        "area_delta_synth_final_pct": 3.89,
        "design_area_um2": 10900,
    },
    "worst_hold_path": {
        "min_to": "clk_sec[8]",
        "hold_depth": 1,
        "hold_path.class": "reg -> reg",
        "hold_path.startpoint": "clk_sec[8]",
    },
}
-- cell families after synthesis --
logic type      share of synthesized area
other cells                      0.000358
mux                                0.0363
xor+xnor                           0.0730
compound gates                      0.395
flops                              0.0363
buf+inv                            0.0608
fa+ha+maj                          0.0735
simple gates                        0.309
latches                            0.0158
-- through the flow --
step | std cells | util | setup WS, ns
3_5_place_dp | 1800 | 0.531 | 18.50
3_3_place_gp | 1800 | 0.531 | 18.48
6_report | 1805 | 0.535 | 18.50
4_1_cts | 1804 | 0.535 | 18.49
2_1_floorplan | 1569 | - | 18.63
5_1_grt | 1804 | 0.535 | 18.31
-- cell usage after synthesis (9+ instances only) --
library cell,count
a211oi_1,23
a21o_1,19
a21oi_1,107
a31oi_1,19
and2_1,26
and3_1,25
buf_2,18
buf_4,11
clkbuf_1,42
dfxtp_1,16
dlxtn_1,11
ha_1,52
inv_1,49
maj3_1,12
mux2i_1,29
nand2_1,165
nand2b_1,22
nand3_1,59
nand4_1,22
nor2_1,179
nor2b_1,11
nor3_1,51
nor4_1,19
o2111ai_1,12
o211ai_1,24
o21a_1,10
o21ai_0,106
o21bai_1,9
o221ai_1,11
o22ai_1,15
o31ai_1,12
or2_2,18
or3_1,15
xnor2_1,60
xor2_1,20
-- sequential cells by signal (all words and copies together) (netlist names) --
name / count
anod_select: 4
clk_sec: 16
out: 7
select: 2
-- routing by layer --
metal,global-route usage,part of all wire
met5,0,0
met4,0.0443,0.014
met3,0.0174,0.057
met2,0.472,0.43
met1,0.477,0.50
-- cell type report --
class,count,area [µm²]
inverters,59,226
clock buffers,4,78.8
diodes,1,2.50
multi-input cells,1399,9310
flip-flops and latches,29,546
repair buffers,43,385
fillers,2049,9470
well taps,270,338
-- worst max path at each step --
stage,cells after the start,start,slack (ns),to
4_1_cts,5,clk_sec[4],18.49,select[1]
6_report,5,clk_sec[4],18.50,select[0]
5_1_grt,5,clk_sec[4],18.31,select[1]
-- cell usage in the layout, fill, tap and decap left out, types with 25 or more instances in the layout --
cell type / instances
ha_1: 52
a21oi_1: 107
xnor2_1: 60
nor3_1: 51
nand2_1: 165
mux2i_1: 29
inv_1: 49
clkdlybuf4s50_1: 25
nand3_1: 59
and2_1: 26
o21ai_0: 106
and3_1: 25
nor2_1: 178
-- worst max-delay path, cell delays in order, from the launching register on --
cell	delay, ns
dfxtp_1	0.38
and3_1	0.21
and3_1	0.19
nand2_1	0.07
nor2_1	0.26
and3_1	0.46
-- power breakdown --
group,switching (mW),internal (mW),leakage [nW]
logic,0.704,0.414,3.83
registers,0,0.0358,0.238
clock network,0.0121,0.0265,0.0382
Power figures rest on the tool's default switching activity, not on a simulated workload.
