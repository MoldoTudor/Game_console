===== /design/flow/config.mk =====
export PLATFORM = sky130hd
export DESIGN_NAME = Sync
export DESIGN_NICKNAME = Sync
export VERILOG_FILES = /design/flow/design.v
export SDC_FILE = /design/flow/constraint.sdc
export NUM_CORES = 4
export LEC_CHECK = 1
export CORE_AREA = 10 10 97 97
export DIE_AREA = 0 0 107 107

===== /design/flow/constraint.sdc =====
current_design Sync

set clk_period 1.2
set clk_io_pct 0.2

create_clock -name clk0 -period $clk_period [get_ports {clk}]

set non_clock_inputs [all_inputs -no_clocks]
set_input_delay [expr $clk_period * $clk_io_pct] -clock clk0 $non_clock_inputs
set_output_delay [expr $clk_period * $clk_io_pct] -clock clk0 [all_outputs]

===== /design/flow/design.v =====
`timescale 1ns / 1ps
    module Sync(
    input clk,
    output reg clk2 ,
    output reg HS,
    output reg VS,
    output reg [9:0] Coloana,
    output reg [9:0] Linie,
    output reg InDisplay);
    reg  mem ;
    initial begin
    Coloana=0;
    Linie=0;
    VS=1;
    HS=1;
    clk2=0;
    InDisplay=0;
    mem=0;
    end
    always@(posedge clk)
        if(mem==1) begin
            clk2<=~clk2;
            mem<=mem+1;
        end
    else
        mem<=mem+1;
       always@(posedge clk2)    
       if((Linie==520)&&(Coloana ==799)) begin
           VS<=0;
           HS<=0;
           Coloana<=0;
           Linie<=0;
                end  
      else if(Coloana==799)begin
            HS<=0;
            Coloana<=0;
            Linie<=Linie+1;
       end
       else begin
          if(Coloana==95)begin
                HS<=1;
                Coloana<=Coloana+1;
             end  
             else if(Linie==2) begin
                VS<=1;   
                Coloana<=Coloana+1;
                end
             else
                Coloana<=Coloana+1;                 
           end
    always@(*)
    if((Coloana>143)&&(Coloana<784)&&(Linie>30)&&(Linie<511))
    InDisplay=1;
    else
    InDisplay=0;
endmodule

===== /design/flow/run.sh =====
#!/bin/bash
# OpenROAD 26Q1-2900-gdf79404cd8, Yosys 0.63+post, stock flow scripts
make -C /OpenROAD-flow-scripts/flow DESIGN_CONFIG=/design/flow/config.mk WORK_HOME=/design/flow/orfs finish

==> impl_metrics.csv <==
group,metric,value,unit
synthesis,ff_type,"dfxtp_1",
synthesis,synth_top_cell_by_count,"dfxtp_1",
sta,layout_min_cycle_time,1.08,ns
synthesis,area_leaders,"dfxtp_1 41%, xnor2_1 7.0%, nand3_1 4.9%",
sta,rsz0062_at_grt,"no",
routing,wl_per_cell,10.8,um
synthesis,yosys_warnings,1,
floorplan,core_area,7290,sq um
routing,dr_total_vias,933,
routing,drt-total-wl,2710,um
power,clkPwrFrac,79.5,%
sta,timing.final.max_slew_violations,0,
setup_path,cp-start-kind,"register",
clock_network,clk_path_buf_depth,2,
routing,vias_per_cell,3.73,
setup_path,crit_path_cell_trace,"dlygate4sd2_1",
sta,tns,0,ns
synthesis,synth_area_leader_cell,"dfxtp_1",
synthesis,netlist.area_leader.share,41.2,%
power,p_leak,0.554,nW
synthesis,netlist_area,1120,sq um
sta,fin_skew,0.00814,ns
sta,untimed_endpoints,45,
synthesis,edf_count,1,
setup_path,worst_path_dominant_cell_family,"flip-flops",
clock_network,cts_tree,"done",
floorplan,die_x,107,um
setup_path,required,0.96,ns
synthesis,synth_stat.cells,124,
global_route,grt_pass1_wl,4490,um
setup_path,slowest_stage,"edfxtp_1",
floorplan,rows,31,
setup_path,r2r_slack,0.22,ns
power,combPwrFrac,0,%
routing,drc,0,
placement,gp_congestion,0.804,
clock_network,clkLatencyLatePin,0.21,ns
power,p_seq_share,20.5,%
hold_path,min_to,"mem",
setup_path,rr_endpoint,"clk2",
global_route,grt_max_degree,24,
power,p_int,0.297,mW
power,sw_frac_of_total,15.0,%
sta,whs,0.375,ns
synthesis,ys_area,1120,sq um
sta,setup_violations,0,
floorplan,io_pins,25,
placement,portBuffers,24,
global_route,gr-total-overflow,0,
clock_network,htreeDepth,1,
outcome,status,"completed",
routing,initialDrtViolationCount,56,
clock_network,numCtsBuffers,3,
synthesis,yosysUniqueCellTypes,35,
sta,hold_viol,0,
setup_path,arrival,0.84,ns
synthesis,yosysSeqAreaShare,43.8,%
sta,worstMarginPinSlew,0.538,ns
global_route,antenna_found_initial,0,
hold_path,whs_path_depth,1,
hold_path,worst_hold_path_type,"register to register",
setup_path,worstPathMaxFanout,2,
synthesis,netlist_instances,124,
sta,timing.fmax,924,MHz
power,power.switching,0.0525,mW
power,p_per_area,229,nW/um^2
floorplan,fp_util,15.3,%
synthesis,syn_avg_cell_area,9.02,sq um
setup_path,slowest_delay,0.37,ns
placement,hpwl,2170,um
global_route,grt_pass1_vias,852,
finish,layout-drive-gt1-share,5.30,%
setup_path,critPathCaptureType,"primary output",
synthesis,synth_flop_count,24,
flow_run,cap_violations,0,
synthesis,async_flop_share,0,%
routing,n_antenna_cell,0,
setup_path,crit_buf_inv,1,
floorplan,die_h,107,um
synthesis,common_cells,"23 x dfxtp_1, 11 x nand3_1, 9 x xnor2_1",
hold_path,holdCritStartpoint,"mem",
floorplan,die-area,11400,sq um
global_route,grtUsageTotal,4.66,%
sta,max_slew_margin,63.8,%
sta,fin_crit_sh,90.2,%
setup_path,r2r_cells,3,
clock_network,cts-root-buf,"clkbuf_8",
power,vdd_drop_max,0.293,mV
routing,detail_route.first_pass.iterations,4,
flow_run,tool_warnings,27,
placement,placedCellCount,245,
routing,ant_nets,0,
finish,finish.utilization,20.9,%
finish,area.growth.synth_to_final,36.2,%
finish,fin_cells,250,
sta,unclocked_pins,22,
setup_path,r2r-start,"clk2",
clock_network,clkSlewWorstSetupHoldPaths,0.03,ns
setup_path,worstSetupPathType,"register to primary output",
-- cell families after synthesis --
group,after synthesis,share of synthesized area (%)
buffers and inverters,12,4.92
DFF,24,43.8
AOI/OAI and AO/OA,22,12.3
and+or+nand+nor,51,25.8
xor gates and xnor gates,11,8.61
adders and majority gates,4,4.47
-- routing by layer --
layer  share of wire [%]  GRT usage, %  up-vias  routed length (um)
li1                    -             -      498                   -
met1                  47          5.94      421                1290
met2                  47          7.90       12                1280
met3                 2.5         0.788        2                  68
met4                 2.8          1.35        0                  77
met5                   0             0        -                   0
-- cell usage in the layout (no fill, tap or decap), types with 4 or more instances in the layout --
| cell | n |
|---|---|
| clkdlybuf4s50_1 | 23 |
| nand2_1 | 5 |
| xnor2_1 | 9 |
| o21ai_0 | 7 |
| a21oi_1 | 4 |
| inv_1 | 8 |
| nor3_1 | 4 |
| a21o_1 | 4 |
| nand3_1 | 11 |
| dfxtp_1 | 23 |
| and3_1 | 4 |
| nand4_1 | 5 |
| nor2_1 | 8 |
| ha_1 | 4 |
-- flip-flops by register name, summed over array words and instances (netlist names) --
register / cells
Linie: 10
HS: 1
VS: 1
clk2: 1
Coloana: 10
mem: 1
-- through the flow --
step | total power, mW | worst slack, ns | instance area [sq um]
6_report | 0.349 | 0.117 | 1520
5_1_grt | 0.371 | 0.0980 | 1520
4_1_cts | 0.358 | 0.115 | 1520
3_5_place_dp | 0.0725 | 0.163 | 1470
3_3_place_gp | 0.0725 | 0.161 | 1470
2_1_floorplan | 0.0725 | 0.306 | 1120
-- power groups by stage --
stage / logic, mW / registers (mW) / clock network, mW
after CTS: 0.000000334 / 0.0717 / 0.287
final: 0.000000334 / 0.0717 / 0.278
after global routing: 0.000000334 / 0.0716 / 0.299
-- how the worst max path moves through the flow --
| stage | slack, ns | to | cells after the start | startpoint |
|---|---|---|---|---|
| finish | 0.12 | clk2 | 1 | clk2 |
| global route | 0.1 | clk2 | 1 | clk2 |
| CTS | 0.11 | clk2 | 1 | clk2 |
-- area by class of cell --
cell class | instances | area, sq um
repair buffers | 27 | 262
multi-input cells | 88 | 573
inverters | 8 | 30.0
fillers | 822 | 5770
flip-flops and latches | 24 | 490
clock buffers | 4 | 45.0
well taps | 99 | 124
-- timing repair --
| item | in CTS | in global routing |
|---|---|---|
| gates resized | 1 | 0 |
| setup endpoints to repair | 1 | 0 |
| buffers inserted | 1 | 0 |
| hold buffers | 0 | 0 |
Power is estimated from default activity; no workload was simulated.
