### /design/flow/design.v
`timescale 1ns / 1ps
module Keyboard_Data(
    input clk,
    input rst,
    input key_data,
    input key_clk,
    output  reg [7:0]keyboard,
    output reg valid,
    output [7:0] keyboard_mem1);
    initial begin
    valid=0;
    keyboard=0;
    end
    reg [1:0] state;
    reg [3:0] count;
    reg [10:0] keyboard_mem=0;
    reg [10:0] keyboard_mem_next=0;
    reg [3:0] count_next;
    reg [4:0] count_release;
    reg stop=0;
    reg [2:0] ps2_clk=3'b111;
    reg done;
    reg valid_next=0 ;
    localparam idle = 2'b00;
    localparam dps = 2'b01;
    localparam load = 2'b10;
      wire falling;
      reg [1:0] state_next=0;
      reg [26:0] timer;
      reg clk1=1;
      reg timer_en;
      assign keyboard_mem1 = keyboard_mem[8:1] ;
      always@(posedge clk) begin
      ps2_clk<={ps2_clk[1:0] , key_clk} ;
      end
      assign falling = ( ps2_clk[2:1] == 2'b10 ) ? 1'b1 : 1'b0 ;
      always@(posedge clk)
      if(rst) begin
      state <= idle;
      keyboard_mem <= 0 ;
      count <=0;
      valid<=0;
      end 
      else begin
      state <= state_next;
      keyboard_mem <= keyboard_mem_next ;
      count <=count_next;
      valid<=valid_next;
      end
   always@(posedge clk) begin
   case(state_next)
    idle: begin   
                done<=0;
                if(falling) begin 
                state_next <=dps ;
                keyboard_mem_next<={key_data , keyboard_mem_next[10:1]}; 
                count_next<= 4'b1001;
                end
           end
    dps: begin  if(falling) begin
                keyboard_mem_next<={key_data , keyboard_mem_next[10:1]};
                if(count==0)
                state_next<=load;
                else
                count_next<=count_next-1;
                end                
         end
    load:begin 
                state_next<=idle;
                done<=1; 
         end                     
   endcase 
   end
    always@(posedge clk) begin
    if((valid==1)&&(falling))    
    valid_next<=0;
    else begin
     if((keyboard_mem[8:1]==8'b11110000)&&(done)) begin
        stop<=1;
     end
     else 
        if((stop==1)&&(done)) begin
        stop<=0;
     end
     else if((done)) begin
            keyboard<=keyboard_mem[8:1];
            valid_next<=1;
            end
            end 
            end
endmodule
### /design/flow/run.sh
#!/bin/bash
# OpenROAD 26Q1-2900-gdf79404cd8, Yosys 0.63+post, stock flow scripts
make -C /OpenROAD-flow-scripts/flow DESIGN_CONFIG=/design/flow/config.mk WORK_HOME=/design/flow/orfs finish
### /design/flow/config.mk
export PLATFORM = sky130hd
export DESIGN_NAME = Keyboard_Data
export DESIGN_NICKNAME = Keyboard_Data
export VERILOG_FILES = /design/flow/design.v
export SDC_FILE = /design/flow/constraint.sdc
export NUM_CORES = 4
export LEC_CHECK = 1
export CORE_UTILIZATION = 30
### /design/flow/constraint.sdc
current_design Keyboard_Data

set clk_period 2.3
set clk_io_pct 0.2

create_clock -name clk0 -period $clk_period [get_ports {clk}]

set non_clock_inputs [all_inputs -no_clocks]
set_input_delay [expr $clk_period * $clk_io_pct] -clock clk0 $non_clock_inputs
set_output_delay [expr $clk_period * $clk_io_pct] -clock clk0 [all_outputs]
==> results_dict.tcl <==
# implementation run metrics
set metrics [dict create \
    status "completed" \
    rr_worst_depth 4 \
    slew_headroom_pct 56.7 \
    hold_depth 0 \
    seq_area_frac_synth_pct 77.0 \
    n_antenna_cell 0 \
    pwr_density_cell_mw_per_mm2 1040 \
    wl_per_cell_um 10.9 \
    path_max_fanout 8 \
    yosysTopAreaCellShare_pct 53.6 \
    grt_max_degree 14 \
    die_h_um 71.7 \
    core_area_mm2 0.00450 \
    cap_violations 0 \
    grt_pass1_vias 724 \
    critPathBufInv 1 \
    drtPass1Iterations 4 \
    critPathTopFamily "AND-OR/OR-AND gates" \
    fp_util_pct 32.3 \
    clock-sinks 43 \
    final_max_slew_viol_count 0 \
    critPathRequiredTime_ns 2.23 \
    setup_tns_ns 0 \
    cp.depth 4 \
    synth_stat.cells 93 \
    routed_wl_um 1900 \
    cts_buffers 5 \
    synthTopCellsByArea "edfxtp_1 (54%), dfxtp_1 (23%), nor2b_1 (5.2%)" \
    post_cts_resized 0 \
    critPathKind "flip-flop to flip-flop" \
    holdBufCountCts 0 \
    clock_path_buffers 2 \
    crit_slowest_cell "a211oi_1" \
    grt_overflow 0 \
    syn_area_per_cell_um2 15.7 \
    viasPerCell 4.30 \
    finalClockPeriodUsage_pct 79.9 \
    cp-start-kind "flip-flop" \
    port-buffer-count 20 \
    end_kind "flip-flop" \
    power_leakage_nw 0.708 \
    path_clk_slew_ns 0.08 \
    finClkSkew_ns 0.00485 \
    drtAntennaViolNets 0 \
    syn_area_mm2 0.00146 \
    die_w_um 71.7 \
    vias 749 \
    log.warning_count 28 \
    yosys_area_mm2 0.00146 \
    antenna_found_initial 0 \
    drive_gt1_share_pct 9.84 \
    syn_inst 93 \
    max_freq_mhz 544 \
    ys_types 24 \
    dpl.hpwl_um 1320 \
    max-vdd-ir-drop_uv 353 \
    area_growth_pct 27.4 \
    track_usage_pct 8.25 \
    gp_congestion 0.786 \
    cts_root_buf "clkbuf_8" \
    io_pins 21 \
    slowest_delay_ns 0.57 \
    hold_viol 0 \
    rsz0062_at_grt "no" \
    arrival_ns 1.76 \
    htreeDepth 2 \
    finalInstanceArea_mm2 0.00186 \
    grt_pass1_wl_um 3210 \
    row_count 24 \
    crit_chain "inv_1, ha_1, nor2_1, a211oi_1" \
    setup_viol 0 \
    min_period_ns 1.84 \
    ys_ff 43 \
    instances_no_fill 174 \
    hp-class "flip-flop to flip-flop" \
    ys.warnings.count 1 \
    tightest_slew_ns 0.645 \
    top_area_cell "edfxtp_1" \
    clock.latency.late_pin_ns 0.29 \
    placed_area_mm2 0.00173 \
    chip_area_mm2 0.00514 \
    dp.cells 166 \
    cts_tree "yes" \
    dr.first_iter.drc_count 47 \
    whs_ns 0.325 \
    drc 0 \
    cts_setup_buffers 0 \
]
## cell families after synthesis
kind of cell | share of synthesized area, %
AND-OR/OR-AND | 2.58
XOR/XNOR | 1.20
flip-flops | 77.0
buffers and inverters | 1.55
AND/OR/NAND/NOR | 13.4
adder cells (fa/ha/maj) | 4.30
## worst paths after layout
path / slack (ns) / end / from
hold reg to reg: 0.32 / ps2_clk[1] / ps2_clk[0]
setup reg to reg: 0.46 / count_next[0] / state_next[1]
setup / recovery: 0.46 / count_next[0] / state_next[1]
hold / removal: 0.32 / ps2_clk[1] / ps2_clk[0]
## per-stage QoR
step                power (mW)  utilization [%]  setup slack, ns
floorplan                 1.24                -            0.682
global placement          1.34             38.5            0.632
detailed placement        1.36             38.5            0.495
CTS                       1.95             41.2            0.455
global route              2.03             41.2            0.369
finish                    1.93             41.2            0.463
## cell usage after synthesis
master and n:
a211oi_1 1, a21o_1 1, a21oi_1 1, and2_1 2
clkbuf_1 1, dfxtp_1 17, edfxtp_1 26, ha_1 5
inv_1 5, nand2_1 4, nand2b_1 2, nand3b_1 1
nand4_2 1, nor2_1 4, nor2_4 1, nor2b_1 12
nor3_1 2, nor4_1 1, o21ba_1 1, o31ai_1 1
or2_1 1, or4_4 1, xnor2_1 1, xor2_1 1
## routing by layer
layer,GRT usage [%],vias up,share of wire (%)
met2,11.9,29,40
met3,2.71,7,8.2
li1,-,376,-
met4,2.40,0,3.2
met5,0,-,0
met1,12.6,337,49
## cells in the final DEF, fill, tap and decap left out
master,netlist,layout
nand4_2,1,1
a211oi_1,1,1
dfxtp_1,17,17
edfxtp_1,26,26
nor4_1,1,1
a21oi_1,1,1
buf_4,0,2
nor2b_1,12,12
nand2b_1,2,2
nand2_1,4,4
and2_1,2,2
inv_1,5,5
xor2_1,1,1
or4_4,1,1
clkbuf_16,0,2
a21o_1,1,1
o21ba_1,1,1
nor2_4,1,1
clkdlybuf4s50_1,0,20
ha_1,5,5
nand3b_1,1,1
nor2_1,4,4
or2_1,1,1
o31ai_1,1,1
xnor2_1,1,1
clkbuf_1,1,1
clkbuf_8,0,5
nor3_1,2,2
## final cells by class
cell class / count / area [µm²]
clock buffer: 8 / 123
fill: 404 / 2650
inverter: 5 / 18.8
multi-input combinational: 44 / 313
sequential: 43 / 1120
tap: 52 / 65.1
timing repair buffer: 22 / 215
## registers in the layout (all words and copies together), names as in the netlist, 2 cells and up
name,cells
count,4
keyboard_mem,8
ps2_clk,3
state_next,2
keyboard_mem_next,10
count_next,4
keyboard,8
## power breakdown
group | leakage, nW | internal (mW) | switching, mW
clock network | 0.0618 | 0.346 | 0.238
registers | 0.385 | 0.981 | 0.0553
logic | 0.262 | 0.145 | 0.164
Power figures rest on the tool's default switching activity, not on a simulated workload.
