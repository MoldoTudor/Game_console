<file path="config.mk">
export PLATFORM = sky130hd
export DESIGN_NAME = Random
export DESIGN_NICKNAME = Random
export VERILOG_FILES = /design/flow/design.v
export SDC_FILE = /design/flow/constraint.sdc
export NUM_CORES = 4
export LEC_CHECK = 1
export CORE_AREA = 10 10 70 70
export DIE_AREA = 0 0 80 80
</file>
<file path="constraint.sdc">
current_design Random

set clk_period 1.6
set clk_io_pct 0.2

create_clock -name clk0 -period $clk_period [get_ports {clk}]

set non_clock_inputs [all_inputs -no_clocks]
set_input_delay [expr $clk_period * $clk_io_pct] -clock clk0 $non_clock_inputs
set_output_delay [expr $clk_period * $clk_io_pct] -clock clk0 [all_outputs]
</file>
<file path="design.v">
`timescale 1ns / 1ps
module Random(
    input clk,
    input rst,
    output reg [7:0]out);
    wire new_bit;
    always@(posedge clk)
    if(rst)
    out<=8'b00000001;
    else
    out<={out[6:0] , new_bit};
    assign new_bit = out[7]^out[5]^out[4]^out[3] ;
endmodule
</file>
<file path="run.sh">
#!/bin/bash
# OpenROAD 26Q1-2900-gdf79404cd8, Yosys 0.63+post, stock flow scripts
make -C /OpenROAD-flow-scripts/flow DESIGN_CONFIG=/design/flow/config.mk WORK_HOME=/design/flow/orfs finish
</file>
==> flow_results.xml <==
<?xml version="1.0" encoding="UTF-8"?>
<metrics>
  <group name="hold_path">
    <metric name="hold_path_end" unit="">out[2]</metric>
    <metric name="hold_path_cell_cnt" unit="">1</metric>
    <metric name="hold_class" unit="">register to register</metric>
    <metric name="source_of_the_worst_hold_timing_path" unit="">out[1]</metric>
  </group>
  <group name="clock_network">
    <metric name="postCtsSetupRepairBufs" unit="">0</metric>
    <metric name="insertion_delay" unit="ps">250</metric>
    <metric name="tritoncts_clock_tree" unit="">done</metric>
    <metric name="cts_root_buffer" unit="">sky130_fd_sc_hd__clkbuf_4</metric>
    <metric name="cts_sinks" unit="">8</metric>
    <metric name="maximum_level_of_the_cts_h_tree" unit="">1</metric>
    <metric name="tritoncts.num_buffers" unit="">3</metric>
    <metric name="cts_buffer_depth" unit="">2</metric>
    <metric name="cts_resized" unit="">0</metric>
    <metric name="cts_hold_repair.buffers" unit="">0</metric>
    <metric name="clkTransAtPathRegs" unit="ps">50</metric>
  </group>
  <group name="global_route">
    <metric name="grt_pass1_wl" unit="um">903</metric>
    <metric name="grt_pass1_vias" unit="">179</metric>
    <metric name="gr-usage-all-layers" unit="">0.0195</metric>
    <metric name="met3_usage" unit="">0.0341</metric>
    <metric name="grt_antenna_before_repair" unit="">0</metric>
    <metric name="gr-max-usage-layer" unit="">met3</metric>
    <metric name="groute.layer.met2.usage" unit="">0.0136</metric>
    <metric name="maximum_number_of_pins_on_one_net_before_global_route_repair" unit="">9</metric>
    <metric name="global_route.overflow_total" unit="">0</metric>
    <metric name="gr-usage-met1" unit="">0.0234</metric>
  </group>
  <group name="final_timing">
    <metric name="setup_total_negative_slack" unit="ps">0</metric>
    <metric name="worstMarginPinSlew" unit="ps">279</metric>
    <metric name="achievable-frequency" unit="GHz">0.698</metric>
    <metric name="timing_max_transition_violations_final" unit="">0</metric>
    <metric name="rsz0062_at_grt" unit="">false</metric>
    <metric name="min_period_over_period" unit="">0.895</metric>
    <metric name="largest_clock_skew_in_the_final_design" unit="ps">4.08</metric>
    <metric name="period_needed" unit="ps">1430</metric>
    <metric name="timing.slew.headroom" unit="">0.814</metric>
    <metric name="fin_worst_hold_slack" unit="ps">465</metric>
    <metric name="report.final.hold_viol_count" unit="">0</metric>
    <metric name="finalSetupViolCount" unit="">0</metric>
  </group>
  <group name="floorplan">
    <metric name="chipHeight" unit="um">80</metric>
    <metric name="floorplan.core_area" unit="um2">3420</metric>
    <metric name="die_w" unit="um">80</metric>
    <metric name="die-area" unit="um2">6400</metric>
    <metric name="rows" unit="">21</metric>
    <metric name="fp-utilization" unit="">0.0692</metric>
    <metric name="floorplan.io_pins" unit="">10</metric>
  </group>
  <group name="power_and_ir_drop">
    <metric name="power.density" unit="nW/um2">947</metric>
    <metric name="clock_power_share" unit="">0.388</metric>
    <metric name="p_leak" unit="uW">0.000149</metric>
    <metric name="share_seq_of_total_power" unit="">0.546</metric>
    <metric name="power.switching_fraction" unit="">0.195</metric>
    <metric name="ir_worst_vdd" unit="V">0.000504</metric>
    <metric name="p_comb_frac" unit="">0.066</metric>
    <metric name="p_int" unit="uW">310</metric>
    <metric name="fin_total_pwr" unit="uW">385</metric>
    <metric name="total_switching_power" unit="uW">75.2</metric>
  </group>
  <group name="critical_path">
    <metric name="required" unit="ps">1280</metric>
    <metric name="crit_cells" unit="">1</metric>
    <metric name="worst_r2r_path_depth" unit="">3</metric>
    <metric name="worstPathCellList" unit="">clkdlybuf4s50_1</metric>
    <metric name="endpoint_kind" unit="">output port</metric>
    <metric name="r2r_slack" unit="ps">660</metric>
    <metric name="max_stage_delay" unit="ps">500</metric>
    <metric name="worstReg2RegEnd" unit="">out[0]</metric>
    <metric name="cp-start-kind" unit="">register</metric>
    <metric name="crit_arrival" unit="ps">1110</metric>
    <metric name="worst-setup-path-type" unit="">register to output port</metric>
    <metric name="reg2reg_from" unit="">out[3]</metric>
    <metric name="top_cell_family_by_delay_on_the_critical_path" unit="">buffers and inverters</metric>
    <metric name="crit_slowest_cell" unit="">sky130_fd_sc_hd__clkdlybuf4s50_1</metric>
    <metric name="worst-path-max-fanout" unit="">3</metric>
    <metric name="cp.buffers_inverters" unit="">1</metric>
  </group>
  <group name="job">
    <metric name="timing.max_cap.violations" unit="">0</metric>
    <metric name="stage_log_warnings" unit="">25</metric>
  </group>
  <group name="synth">
    <metric name="yosysWarningCount" unit="">1</metric>
    <metric name="yosysCellCount" unit="">19</metric>
    <metric name="ys.flops" unit="">8</metric>
    <metric name="synth.yosys.seq_area_share" unit="">0.677</metric>
    <metric name="avg_inst_size_synth" unit="um2">12.4</metric>
    <metric name="syn_inst" unit="">19</metric>
    <metric name="synth_cell_type_count" unit="">5</metric>
    <metric name="post_synthesis_cell_area" unit="um2">236</metric>
    <metric name="ys_chip_area" unit="um2">236</metric>
  </group>
  <group name="cells_and_area">
    <metric name="nFillCells" unit="">406</metric>
    <metric name="area.growth.synth_to_final" unit="%">72.0</metric>
    <metric name="reg_top3" unit="">out x8</metric>
    <metric name="top_register" unit="">out</metric>
    <metric name="layout-drive-gt1-share" unit="">0.0968</metric>
    <metric name="flip_flop_count_of_the_largest_register_all_copies_and_words_added" unit="">8</metric>
  </group>
  <group name="drt">
    <metric name="route.detailed.wl_per_inst" unit="um">7.04</metric>
    <metric name="avgViaCountPerCell" unit="">2.01</metric>
    <metric name="starting_drt_drc_count" unit="">8</metric>
    <metric name="tally_of_nets_with_antenna_violations_remaining_after_routing" unit="">0</metric>
    <metric name="num_antenna_cells" unit="">0</metric>
    <metric name="drc" unit="">0</metric>
    <metric name="wl" unit="um">542</metric>
    <metric name="firstDrtPassIters" unit="">2</metric>
    <metric name="total_vias_in_the_final_route" unit="">155</metric>
  </group>
  <group name="place">
    <metric name="gp_congestion" unit="">0.725</metric>
    <metric name="place.port_buffers" unit="">9</metric>
  </group>
  <group name="outcome">
    <metric name="outcome" unit="">finished, final reports clean</metric>
  </group>
</metrics>
## worst reg2reg max path, delay by kind of cell, from the launching register on
| kind | cells | cell delay, ps |
|---|---|---|
| xor gates and xnor gates | 2 | 400 |
| and+or+nand+nor | 1 | 90 |
| DFF | 1 | 330 |
## kinds of logic (layout without fill, tap and decap cells)
logic type             Yosys count  count (layout)  synth area share
XOR/XNOR                         3               3             0.111
buffers and inverters            0              12                 0
flip-flops                       8               8             0.677
AND/OR/NAND/NOR                  8               8             0.212
## stage by stage
step / std cells / utilization / worst slack (ps) / area [um2]
2_1_floorplan: 19 / - / 825 / 236
3_3_place_gp: 74 / 0.112 / 411 / 384
3_5_place_dp: 74 / 0.112 / 401 / 384
4_1_cts: 77 / 0.119 / 150 / 407
5_1_grt: 77 / 0.119 / 116 / 407
6_report: 77 / 0.119 / 167 / 407
## power by group through the flow
| stage | Sequential, uW | Clock [uW] | Combinational [uW] |
|---|---|---|---|
| 4_1_cts | 210 | 157 | 25.8 |
| 5_1_grt | 211 | 181 | 28.4 |
| 6_report | 210 | 150 | 25.2 |
## synth_stat cells
| cell type | instances | share of area |
|---|---|---|
| sky130_fd_sc_hd__xnor2_1 | 1 | 0.037 |
| sky130_fd_sc_hd__xor2_1 | 2 | 0.074 |
| sky130_fd_sc_hd__nand2b_1 | 1 | 0.026 |
| sky130_fd_sc_hd__dfxtp_1 | 8 | 0.68 |
| sky130_fd_sc_hd__nor2b_1 | 7 | 0.19 |
## metal layers
metal,wire length [um],share of wire
met1,265,0.49
met2,101,0.19
met3,175,0.32
met4,0,0
met5,0,0
## area by class of cell
cell class	count	area (um2)	area share
Sequential cell	8	160	0.394
Clock buffer	3	22.5	0.0554
Timing Repair Buffer	9	90.1	0.222
Multi-Input combinational cell	11	76.3	0.188
Tap cell	46	57.6	0.142
## how the worst max path moves through the flow
stage | start | endpoint | slack [ps]
global route | out[3] | out[3] | 120
finish | out[3] | out[3] | 170
CTS | out[3] | out[3] | 150
## layout by cell type (no fill, tap or decap)
cell type                         n
sky130_fd_sc_hd__clkbuf_4         3
sky130_fd_sc_hd__dfxtp_1          8
sky130_fd_sc_hd__xor2_1           2
sky130_fd_sc_hd__xnor2_1          1
sky130_fd_sc_hd__nand2b_1         1
sky130_fd_sc_hd__nor2b_1          7
sky130_fd_sc_hd__clkdlybuf4s50_1  9
No activity file was given, so power comes from the tool's default toggle rates.
