==> design/flow/design.v <==
`timescale 1ns / 1ps
module Random_10bits(
    input clk,
    input rst,
    output reg [9:0]out);
    wire new_bit;
    always@(posedge clk)
    if(rst)
    out<=8'b00000001;
    else
    out<={out[8:0] , new_bit};
    assign new_bit = out[9]^out[6];
endmodule
==> design/flow/run.sh <==
#!/bin/bash
# OpenROAD 26Q1-2900-gdf79404cd8, Yosys 0.63+post, stock flow scripts
make -C /OpenROAD-flow-scripts/flow DESIGN_CONFIG=/design/flow/config.mk WORK_HOME=/design/flow/orfs finish
==> design/flow/config.mk <==
export PLATFORM = sky130hd
export DESIGN_NAME = Random_10bits
export DESIGN_NICKNAME = Random_10bits
export VERILOG_FILES = /design/flow/design.v
export SDC_FILE = /design/flow/constraint.sdc
export NUM_CORES = 4
export LEC_CHECK = 1
export CORE_AREA = 10 10 70 70
export DIE_AREA = 0 0 80 80
==> design/flow/constraint.sdc <==
current_design Random_10bits

set clk_period 1.0
set clk_io_pct 0.2

create_clock -name clk0 -period $clk_period [get_ports {clk}]

set non_clock_inputs [all_inputs -no_clocks]
set_input_delay [expr $clk_period * $clk_io_pct] -clock clk0 $non_clock_inputs
set_output_delay [expr $clk_period * $clk_io_pct] -clock clk0 [all_outputs]
==> summary.txt <==
Status of the implementation.

- The run finished with clean final reports.
- The maximum buffer depth of the clock tree is 2, for reference.
- The flow reported a cell area power density of 1610 nW/um^2.
- The count of port buffers added during placement is 11, for reference.
- Entering global routing, the biggest net connects 7 pins.
- Setup total negative slack on the finished layout was measured at 0 ps.
- Timing would allow up to 1.05 GHz.
- The leakage power in the latest report is 0.000213 uW.
- The tree is rooted in a sky130_fd_sc_hd__clkbuf_4.
- The fraction of layout instances using a drive strength above 1 is 71.4%, for reference.
- The horizontal die dimension is 80 um, for reference.
- Looking at the VDD voltage map, the peak drop is 0.000919 V.
- The hold path startpoint is out[4], for reference.
- After its last routability iteration, the placer logged a weighted congestion of 0.682.
- In the final layout, the registers with the most flip-flops are out (10).
- Setup repair after global routing left no endpoint under its margin.
- The slew check shows that the tightest pin keeps a relative margin of 92.6%.
- The via count of the first global-routing pass came to 214.
- The transition time recorded at the tightest slew-check pin is 110 ps.
- Before any placement, the netlist area is recorded as 272 um^2.
- The kind of path behind the tightest hold check is flip-flop to flip-flop, for reference.
- Once iteration 0 of detailed routing completed, the report listed 12 DRC markers.
- The post-route fraction of the period consumed by the critical path is 95.0%, for reference.
- The overall routed net length is 671 um, for reference.
- The pre-antenna-repair detailed-routing pass consisted of 2 iterations.
- The global routing report lists combined usage of all routing layers as 2.18%.
- met3 track demand over resource after global routing is 2.95%.
- Per Yosys stat, the portion of area used by sequential elements is 73.7%.
- For this design, Yosys synthesis ends with a cell count of 21.
- The synthesis warning total is 1, for reference.
- The core region is 3420 um^2.
- The startpoint of the most critical register-to-register path is out[9], for reference.
- The worst endpoint required time is 800 ps, for reference.
- In this run the layout overhead on the synthesized area is reported as 82.5%.
- Per the CTS log, the maximum H-tree level is 1.
- The critical path startpoint category is a flip-flop, for reference.
- The global route total overflow is 0, for reference.
- CTS added clock buffers totalling 3.
- In the CTS report, the clock slew at the register clock pins of the worst setup and hold paths is listed as 60 ps.
- The smallest hold slack is 457 ps, for reference.
- The critical path is of the flip-flop to primary output type.
- The count of endpoints failing setup in the final report is 0, for reference.
- The largest incremental delay on the critical path is 330 ps, for reference.
- Hold-check failures listed in the final report amount to 0.
- The total area of sequential cells is 213 um^2, for reference.
- The first-pass GRT wire length is 986 um, for reference.
- Once detail routing completed, the nets flagged for antenna violations numbered 0.
- The share of Yosys cell area claimed by the top area cell type is 73.7%, for reference.
- The filler cells instantiated in the layout total 394.
- As reported, the later end of the worst-skew pair has a clock insertion delay of 260 ps.
- The cell row count is 21, for reference.
- Counting every instance in the synthesized netlist gives 21.
- The global routing stage identified its most utilized layer as met3.
- The combined area of the multi-input logic cells is 78.8 um^2, for reference.
- The largest register by flop count is out.
- The vertical die dimension is 80 um, for reference.
- The TritonCTS sink count is 10, for reference.
- The area of the synthesized netlist per yosys stat is 272 um^2, for reference.
- The number of different library cells in the post-synthesis netlist is 4, for reference.
- The report lists the cells along the critical path as clkdlybuf4s15_1.
- The TritonCTS clock tree is yes, for reference.
- The setup skew after layout is 3.75 ps, for reference.
- In the routed netlist, the antenna diode instances number 0.
- For this design, the slowest cell found on the critical path is sky130_fd_sc_hd__dfxtp_2.
- Per the post-synthesis stats, the area per cell is 12.9 um^2.
- In this run, synthesis produced a sequential element count of 10.
- The final routed DRC violation total is 0, for reference.
- The final timing report derives a shortest allowable period of 950 ps.
- The main area contributors are sky130_fd_sc_hd__dfxtp_1 (74%), sky130_fd_sc_hd__nor2b_1 (21%), sky130_fd_sc_hd__xnor2_1 (3.2%).
- The critical path starts at out[8].
- Routing resource usage on met2 recorded by global route was 2.65%.
- Detailed routing inserted a total of 198 vias.
- The endpoint arrival time on the critical path is 750 ps, for reference.
- The library cell occupying the most area in the post-synthesis netlist is sky130_fd_sc_hd__dfxtp_1, for reference.
- The met1 usage is 2.28%, for reference.
- The starting density of the core is 7.95%, for reference.
- Together, buffers and inverters on the worst path number 1.
- The number of warnings in the stage logs is 25, for reference.
- The via count normalized by instance count is 2.25, for reference.
- Max-slew check failures listed in the final report amount to 0.
- The top-level I/O count is 12, for reference.
- The cell family contributing the most delay on the critical path is flip-flops, for reference.
- The number of antenna violations at the first check in global routing is 0.
- The final routed wire length divided by cell count is 7.63 um, for reference.
- The highest net fanout along the worst path is 2, for reference.
- The register with the most flip-flops in the layout has 10 of them.
- The worst setup path is captured at a primary output.
- The total of max-cap violations is 0, for reference.
- The chip footprint is 6400 um^2, for reference.
-- per-layer routing --
metal / part of all wire [%] / up-vias
met1: 47 / 80
li1: - / 105
met4: 0 / 0
met3: 21 / 0
met2: 31 / 13
met5: 0 / -
-- power by group --
| group | internal [uW] | switching [uW] |
|---|---|---|
| clock | 221 | 138 |
| combinational | 19.1 | 10.1 |
| sequential | 408 | 3.67 |
-- synth_stat cells, drive strengths merged --
cell	number
dfxtp	10
xnor2	1
nand2b	1
nor2b	9
-- worst paths after layout --
kind                               end  slack [ps]  cells after the start
worst max-delay path            out[8]          50                      1
worst min-delay path            out[5]         460                      1
worst max register to register  out[0]         130                      4
worst min register to register  out[5]         460                      1
-- cell type report --
| type | count | share of cell area [%] |
|---|---|---|
| tap | 46 | 11.6 |
| timing repair buffer | 17 | 22.2 |
| multi-input combinational | 11 | 15.9 |
| sequential | 10 | 42.9 |
| clock buffer | 4 | 7.32 |
-- worst reg2reg max path: cells and delay by family, from the launching register on --
kind	cells	cell delay, ps
DFF	1	320
buffers and inverters	2	250
xor gates and xnor gates	1	110
and+or+nand+nor	1	80
-- what timing repair did --
item / CTS / global route
setup endpoints to repair: 10 / 11
buffers inserted: 1 / 1
hold buffers: 0 / 0
gates resized: 30 / 10
-- cell usage in the layout, fill, tap and decap left out --
master,n
sky130_fd_sc_hd__clkbuf_4,3
sky130_fd_sc_hd__nor2b_1,9
sky130_fd_sc_hd__clkdlybuf4s15_1,1
sky130_fd_sc_hd__xnor2_2,1
sky130_fd_sc_hd__clkbuf_2,9
sky130_fd_sc_hd__dfxtp_2,10
sky130_fd_sc_hd__clkdlybuf4s50_1,1
sky130_fd_sc_hd__nand2b_1,1
sky130_fd_sc_hd__clkbuf_8,1
sky130_fd_sc_hd__buf_4,6
-- per-stage QoR --
stage	area [um^2]	utilization [%]	setup slack (ps)	std cells	power, uW
global route	495	14.5	5.09	88	856
global placement	469	13.7	4.75	82	458
CTS	526	15.4	24.4	87	815
finish	495	14.5	50.1	88	800
detailed placement	469	13.7	11.4	82	457
floorplan	272	-	400	21	423
-- cell families after synthesis --
logic type | after synthesis | synth area share [%]
xor+xnor | 1 | 3.23
simple gates | 10 | 23.0
flops | 10 | 73.7
Power and IR drop assume default switching activity.
